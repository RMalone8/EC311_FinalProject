==> design/flow/design.v <==
`timescale 1ns / 1ps
module binary_to_BCD_small(
    input [6:0] bin,
    output reg [7:0] bcd
);
    reg [3:0] i;   
    initial begin
        bcd = 8'b0;  
    end
    always @(bin) begin
        bcd = 0;  
        for (i = 0; i < 7; i = i + 1) begin  
            bcd = {bcd[6:0], bin[6-i]};  
            if(i < 6 && bcd[3:0] > 4) 
                bcd[3:0] = bcd[3:0] + 3;
            if(i < 6 && bcd[7:4] > 4)
                bcd[7:4] = bcd[7:4] + 3;
        end
    end     
endmodule
==> design/flow/run.sh <==
#!/bin/bash
# OpenROAD 26Q1-2900-gdf79404cd8, Yosys 0.63+post, stock flow scripts
make -C /OpenROAD-flow-scripts/flow DESIGN_CONFIG=/design/flow/config.mk WORK_HOME=/design/flow/orfs finish
==> design/flow/config.mk <==
export PLATFORM = sky130hd
export DESIGN_NAME = binary_to_BCD_small
export DESIGN_NICKNAME = binary_to_BCD_small
export VERILOG_FILES = /design/flow/design.v
export SDC_FILE = /design/flow/constraint.sdc
export NUM_CORES = 4
export LEC_CHECK = 1
export CORE_AREA = 10 10 70 70
export DIE_AREA = 0 0 80 80
==> design/flow/constraint.sdc <==
current_design binary_to_BCD_small

set clk_period 6.2
set clk_io_pct 0.2

create_clock -name clk0 -period $clk_period

set non_clock_inputs [all_inputs -no_clocks]
set_input_delay [expr $clk_period * $clk_io_pct] -clock clk0 $non_clock_inputs
set_output_delay [expr $clk_period * $clk_io_pct] -clock clk0 [all_outputs]
==> results_dict.tcl <==
# collected from the flow reports
set metrics [dict create \
    fin_cells 128 \
    drt_iter0_drc 25 \
    outcome "complete, no violations" \
    first_pass_iters 4 \
    yosys.area.top_type "ha_1" \
    top_level_ports 15 \
    diodes 0 \
    wl_um 1130 \
    synth_area_um2 549 \
    lay_top_cells "13 x clkdlybuf4s50_1, 8 x nor2_1, 7 x nand2_1, 7 x ha_1, 6 x inv_1" \
    postSynthCellCount 74 \
    mostFrequentLayoutCell "clkdlybuf4s50_1" \
    finalSetupViolations 0 \
    ant_nets 0 \
    routedWlPerCell_um 8.83 \
    combPwrFrac_pct 100.0 \
    crit_type "in -> out" \
    drc_errors 0 \
    setup_tns_ps 0 \
    crit_arrival_ps 4640 \
    portBuffers 13 \
    dr_total_vias 515 \
    grt_max_degree 14 \
    power_density_mw_per_mm2 110 \
    worst_pin_slew_ps 448 \
    timing.critical_path.from_type "input pin" \
    drive_gt1_share_pct 13.4 \
    yosys.area.top_type_share_pct 15.9 \
    yosysWarningCount 1 \
    fp.dieW_um 80 \
    clock_buffers 0 \
    grt_pass1_vias 467 \
    maxCapViolCount 0 \
    endpoint "bcd[6]" \
    p_seq_share_pct 0 \
    placed_cells 128 \
    seq_area_um2 0 \
    fmaxAchievable_ghz 0.170 \
    vias_per_cell 4.02 \
    cts_resized 0 \
    hold_ws_ps 2480 \
    min_path_type "in -> out" \
    crit_path_start "bin[4]" \
    cts_hold_buf 0 \
    chipArea_mm2 0.00640 \
    clock_power_share_pct 0 \
    grt_pass1_wl_um 1990 \
    finalCritPeriodShare_pct 94.8 \
    num_rows 21 \
    antenna_found_initial 0 \
    peakVddDrop_uv 29.3 \
    leakagePower_nw 0.273 \
    initial_core_util_pct 16.1 \
    p_total_w 0.0000779 \
    rsz0062_at_grt "false" \
    core-area_mm2 0.00342 \
    synth.distinct_cells 37 \
    yosys.stat.seqShare_pct 0 \
    cp_max_fo 5 \
    synthTopCellsByArea "ha_1 16%, nor2_1 5.5%, nand2_1 4.8%, inv_1 4.1%, mux2_2 4.1%" \
    min_period_ps 5880 \
    maxSlewViolCount 0 \
    place_congestion 0.770 \
    track_usage_pct 3.49 \
    area_growth_syn_to_layout_pct 29.2 \
    dp_hpwl_um 968 \
    tool_warnings 37 \
    ys_cells 74 \
    syn_area_per_cell_um2 7.42 \
    power.switching_w 0.0000347 \
    finalHoldViolations 0 \
    max-slew-margin-rel_pct 70.1 \
    cp.required_ps 4960 \
    ys_area_um2 549 \
    dieHeight_um 80 \
    grt_overflow 0 \
    p_sw_share_pct 44.5 \
    seq_cells 0 \
    cts_setup_buffers 0 \
    cp-end-kind "primary output" \
    p_int_w 0.0000432 \
]
## cell type report
| type | count | area, um^2 |
|---|---|---|
| Timing Repair Buffer | 13 | 130 |
| Fill cell | 390 | 2710 |
| Inverter | 6 | 22.5 |
| Tap cell | 46 | 57.6 |
| Multi-Input combinational cell | 63 | 499 |
## Yosys cell counts (all sizes together)
master / n
o22ai: 2
ha: 7
buf: 4
a211oi: 1
nor3: 3
or2: 2
nor2b: 1
nand2: 7
nor2: 9
and4b: 1
inv: 6
mux2i: 2
o2bb2ai: 1
or3: 1
clkbuf: 1
a31oi: 2
a31o: 1
a21o: 1
a21oi: 4
nand3: 1
mux2: 2
and3: 1
a22oi: 2
xnor2: 3
xor2: 1
nand2b: 1
o21ai: 2
o211ai: 2
o21a: 2
a32o: 1
## cell families (layout without fill, tap and decap cells)
logic type	count (synthesis)	after routing	synth area share [%]
compound gates	21	21	31.2
xor+xnor	4	4	9.11
fa+ha+maj	7	7	15.9
buf+inv	11	19	9.11
mux	4	4	10.0
simple gates	27	27	24.6
## power groups by stage
stage | logic (W) | registers [W] | clock network (W)
6_report | 0.0000779 | 0 | 0
5_1_grt | 0.0000883 | 0 | 0
4_1_cts | 0.0000799 | 0 | 0
## metal layers
layer  global-route usage [%]  up-vias  wire length, um
li1                         -      282                -
met1                     4.43      223              516
met2                     6.18       10              543
met3                    0.682        0               71
met4                    0.176        0                0
met5                        0        -                0
## worst min-delay path by stage
stage | startpoint | endpoint | cells past startpoint | slack (ps)
after global routing | bin[0] | bcd[0] | 0 | 2480
final | bin[0] | bcd[0] | 0 | 2480
after CTS | bin[0] | bcd[0] | 0 | 2480
## metrics by stage
stage	instance area (um^2)	utilization (%)	setup WS, ps
after global placement	709	20.8	362
after detailed placement	709	20.8	292
final	709	20.8	321
after CTS	709	20.8	291
after floorplan	549	-	1550
after global routing	709	20.8	75.5
## critical path, cell delays in order
cell and delay [ps]:
clkdlybuf4s50_1 450, inv_1 100, ha_1 200, inv_1 50, ha_1 230, or2_1 290, a32o_1 240, nor2_1 290
o21ai_0 220, xnor2_2 190, ha_1 230, inv_1 60, ha_1 180, mux2i_1 190, clkdlybuf4s50_1 480
Power is estimated from default activity; no workload was simulated.
