File: design/flow/design.v
`timescale 1ns / 1ps
module binary_to_BCD(
 input [7:0] bin,
 output [11:0] bcd
    );
    reg [11 : 0] bcd; 
     reg [3:0] i;   
     always @(bin)
        begin
            bcd = 0;  
            for (i = 0; i < 8; i = i+1)  
            begin
                bcd = {bcd[10:0],bin[7-i]};  
                if(i < 7 && bcd[3:0] > 4) 
                    bcd[3:0] = bcd[3:0] + 3;
                if(i < 7 && bcd[7:4] > 4)
                    bcd[7:4] = bcd[7:4] + 3;
                if(i < 7 && bcd[11:8] > 4)
                    bcd[11:8] = bcd[11:8] + 3;  
            end
        end     
endmodule
File: design/flow/run.sh
#!/bin/bash
# OpenROAD 26Q1-2900-gdf79404cd8, Yosys 0.63+post, stock flow scripts
make -C /OpenROAD-flow-scripts/flow DESIGN_CONFIG=/design/flow/config.mk WORK_HOME=/design/flow/orfs finish
File: design/flow/config.mk
export PLATFORM = sky130hd
export DESIGN_NAME = binary_to_BCD
export DESIGN_NICKNAME = binary_to_BCD
export VERILOG_FILES = /design/flow/design.v
export SDC_FILE = /design/flow/constraint.sdc
export NUM_CORES = 4
export LEC_CHECK = 1
export CORE_AREA = 10 10 70 70
export DIE_AREA = 0 0 80 80
File: design/flow/constraint.sdc
current_design binary_to_BCD

set clk_period 9.3
set clk_io_pct 0.2

create_clock -name clk0 -period $clk_period

set non_clock_inputs [all_inputs -no_clocks]
set_input_delay [expr $clk_period * $clk_io_pct] -clock clk0 $non_clock_inputs
set_output_delay [expr $clk_period * $clk_io_pct] -clock clk0 [all_outputs]
==> flow_summary.json <==
{
  "cts_setup_buffers": 0,
  "track_usage": 0.07600,
  "status": "finished, final reports clean",
  "layout_top_cell": "clkdlybuf4s50_1",
  "critPathCapture": "bcd[3]",
  "grt_overflow": 0,
  "worstSetupStartpoint": "bin[5]",
  "maxCapViolCount": 0,
  "crit_required_ns": 7.44,
  "max_freq_ghz": 0.1180,
  "warnings": 38,
  "synth_area_um2": 1069,
  "place_hpwl_mm": 2.053,
  "cts-hold-fix-buffers": 0,
  "p_per_area_nw_per_um2": 87.11,
  "yosysWarnings": 1,
  "antenna_found_initial": 0,
  "hold_class": "input port to primary output",
  "netlist.top_cell.by_area": "ha_1",
  "gp_congestion": 0.8996,
  "nFillCells": 362,
  "num_io_pins": 20,
  "leakage_nw": 0.4675,
  "port_buffers": 16,
  "vdd_drop_max_mv": 0.02666,
  "ys_seq_share": 0,
  "dr_total_vias": 1098,
  "design.seq.count": 0,
  "dpl_worst_slack_ns": 0.8389,
  "fin_crit_sh": 0.9111,
  "final-hold-violation-count": 0,
  "drc": 0,
  "cts_resized": 0,
  "initCoreUtil": 0.3128,
  "worstPathMaxFanout": 16,
  "max_slew.worst_pin.slew_ns": 0.5917,
  "synth_area_per_cell_um2": 6.984,
  "clockPowerShare": 0,
  "grt_pass1_vias": 957,
  "grt_pass1_wl_mm": 4.291,
  "grt_max_degree": 18,
  "grt_setup_unrepaired": "no",
  "setup_tns_ns": 0,
  "chipArea_um2": 6400,
  "dieWidth_um": 80,
  "diodes": 0,
  "sw_frac_of_total": 0.4755,
  "synthCells": 153,
  "p_sw_w": 0.00005012,
  "core_um2": 3416,
  "fp.dieH_um": 80,
  "crit_arrival_ns": 6.61,
  "drt_wl_total_mm": 2.562,
  "synth_chip_area_um2": 1069,
  "row_count": 21,
  "yosys_cells": 153,
  "comb_power_share": 1.000,
  "lay_top_cells": "16 x clkdlybuf4s50_1, 13 x inv_1, 12 x a21oi_1, 11 x o21ai_0, 10 x ha_1",
  "synth.distinct_cells": 59,
  "drt-wirelength-per-cell_um": 12.62,
  "critPathKind": "input port to primary output",
  "p_int_w": 0.00005528,
  "drtAntennaViolNets": 0,
  "fin_crit_ns": 8.474,
  "slew_headroom": 0.6043,
  "cp-start-kind": "input port",
  "setup_violations": 0,
  "vias_per_cell": 5.409,
  "seq_power_share": 0,
  "finalMaxSlewViolations": 0,
  "setup_ws_ns": 0.8263,
  "synthTopCellsByArea": "ha_1 12%, a21oi_1 5.6%, o21ai_0 5.2%, inv_1 4.6%, mux2i_1 3.7%",
  "flop_area_um2": 0,
  "syn_to_final_growth_pct": 13.23,
  "end_kind": "primary output",
  "drive_above_1_share": 0.09554,
  "drtIter0Drc": 54,
  "post-synth-top-area-fraction": 0.1171,
  "drt_pass1_iterations": 4,
  "clkbuf_count": 0,
  "layout.area.comb_um2": 943.4
}
==> worst max-delay path: stages <==
cell and delay [ns]:
clkdlybuf4s50_1 0.57, inv_1 0.14, ha_1 0.20, ha_1 0.50
inv_1 0.24, nor4_1 0.42, a211oi_1 0.09, a31o_2 0.31
ha_1 0.31, o21bai_1 0.30, xnor2_1 0.18, ha_1 0.29
inv_1 0.09, or3_1 0.37, o311a_1 0.13, o21ai_1 0.13
clkdlybuf4s50_1 0.47
==> cell usage after synthesis (3+ instances only) <==
| cell | number |
|---|---|
| a211oi_1 | 3 |
| a21oi_1 | 12 |
| a31oi_1 | 3 |
| buf_2 | 4 |
| buf_4 | 3 |
| clkbuf_1 | 4 |
| ha_1 | 10 |
| inv_1 | 13 |
| mux2i_1 | 4 |
| nand2_1 | 9 |
| nand3_1 | 6 |
| nor2_1 | 7 |
| nor3_1 | 5 |
| o21ai_0 | 11 |
| xnor2_1 | 4 |
| xor2_1 | 3 |
==> stage by stage <==
step                      total power, W  instance area (µm²)  std cells  hold WS [ns]    util
final                          0.0001054                 1210        203         3.720  0.3542
after global routing           0.0001174                 1210        203         3.720  0.3542
after CTS                      0.0001069                 1210        203         3.720  0.3542
after detailed placement       0.0001065                 1210        203         3.720  0.3542
after global placement         0.0001055                 1210        203         3.720  0.3542
after floorplan               0.00007212                 1072        154         3.786       -
==> cell families after synthesis <==
group	count (synthesis)	synth area share
compound gates	54	0.3548
xor+xnor	9	0.08783
fa+ha+maj	10	0.1171
buf+inv	26	0.1206
mux	6	0.06440
other cells	1	0.003510
simple gates	47	0.2518
==> worst min path at each step <==
stage,slack [ns],start,endpoint,depth (start not counted)
4_1_cts,3.72,bin[0],bcd[0],0
5_1_grt,3.72,bin[0],bcd[0],0
6_report,3.72,bin[0],bcd[0],0
==> layer usage <==
metal,global-route usage,wire length [µm],up-vias
met5,0,0,-
met4,0,0,0
met3,0.006818,138,0
met2,0.1284,1171,30
met1,0.1076,1252,493
li1,-,-,575
==> area by class of cell <==
type / count / area share
Timing Repair Buffer: 16 / 0.1324
Inverter: 13 / 0.04033
Tap cell: 46 / 0.04757
Multi-Input combinational cell: 128 / 0.7797
==> power groups by stage <==
stage	Combinational, W	Sequential [W]	Clock, W
after CTS	0.000107	0	0
after global routing	0.000117	0	0
final	0.000105	0	0
Power figures rest on the tool's default switching activity, not on a simulated workload.
